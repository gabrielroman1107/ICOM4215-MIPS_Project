==> ./config.mk <==
export PLATFORM = sky130hd
export DESIGN_NAME = ALU
export DESIGN_NICKNAME = ALU
export VERILOG_FILES = /design/flow/design.v
export SDC_FILE = /design/flow/constraint.sdc
export NUM_CORES = 4
export LEC_CHECK = 1
export CORE_UTILIZATION = 30
==> ./constraint.sdc <==
current_design ALU

set clk_period 18.9
set clk_io_pct 0.2

create_clock -name clk0 -period $clk_period

set non_clock_inputs [all_inputs -no_clocks]
set_input_delay [expr $clk_period * $clk_io_pct] -clock clk0 $non_clock_inputs
set_output_delay [expr $clk_period * $clk_io_pct] -clock clk0 [all_outputs]
==> ./run.sh <==
#!/bin/bash
# OpenROAD 26Q1-2900-gdf79404cd8, Yosys 0.63+post, stock flow scripts
make -C /OpenROAD-flow-scripts/flow DESIGN_CONFIG=/design/flow/config.mk WORK_HOME=/design/flow/orfs finish
==> ./design.v <==
module ALU (
    input wire [31:0] A,
    input wire [31:0] B,
    input wire [3:0] Opcode,
    output reg [31:0] Out,
    output reg Z,
    output reg N
);
always @(*) begin  
    case(Opcode)
        4'b0000:
            Out = A + B;
        4'b0001:
            Out = A - B;
        4'b0010:
            Out = A & B;
        4'b0011:
            Out = A | B;
        4'b0100:
            Out = A ^ B;
        4'b0101:
            Out = ~(A | B);
        4'b0110:
            Out = A << B;
        4'b0111:
            Out = A >> B;
        4'b1000:
            Out = $signed(A) >>> B;
        4'b1001:
            if (A < B)
                Out = 1;
            else
                Out = 0;
        4'b1010:
            Out = A;
        4'b1011:
            Out = B;
        4'b1100:
            Out = B + 32'b00000000000000000000000000001000;
        4'b1101, 4'b1110, 4'b1111:
            Out = 32'b0;  
        default:
            Out = 32'b0;  
    endcase
    if(Opcode == 4'b0000 || Opcode == 4'b0001 || Opcode == 4'b1001 || Opcode == 4'b1010 || Opcode == 4'b1011) begin
        Z = (Out == 32'b0) ? 1'b1 : 1'b0;  
        N = (Out[31] == 1'b1) ? 1'b1 : 1'b0;  
    end
    else begin
        Z = 1'b0;
        N = 1'b0;
    end
end 
endmodule
==> ci_impl_report.md <==
## Synthesis and layout report

| Metric | Value |
|---|---|
| Status | `completed` |
| Peak supply drop | `0.0000130 V` |
| Slew HR | `14.4%` |
| Chip area | `41,800 um^2` |
| Post-route DRC | `0` |
| Max-slew violations | `0` |
| Most common cell in the netlist | `nand2_1` |
| Post-CTS sizing | `0` |
| Non-Filler Instances | `2,296` |
| Synth area leader | `ha_1` |
| Peak Freq | `70.8 MHz` |
| CP Launch Type | `input port` |
| GR Overflow Total | `0` |
| Yosys Instances | `1,760` |
| Drt total wl | `77,700 um` |
| CP endpoint kind | `output port` |
| Post-synthesis cell count | `1,760` |
| Tot Pwr | `0.408 mW` |
| P&R area growth vs syn | `12.4%` |
| Crit path time final | `14.12 ns` |
| First-pass GRT wire length | `111,000 um` |
| CTS hold repair buffers | `0` |
| CLK BUF | `0` |
| Distinct lib cells | `97` |
| Post-route ant nets | `0` |
| Vias after detailed routing | `16,013` |
| Die Ht | `204 um` |
| Share of cells above drive strength 1 | `12.2%` |
| Synthesized cell area | `12,300 um^2` |
| Place WS | `4.91 ns` |
| RePlAce Congestion | `1.09` |
| Setup TNS | `0 ns` |
| Post-CTS Setup Bufs | `0` |
| Worst min path class | `input port to output port` |
| Core ar. | `40,100 um^2` |
| Worst EP arrival | `10.34 ns` |
| Initial antenna violation count | `1` |
| Synth warn | `1` |
| MaxCap Viol Count | `0` |
| N_diodes | `0` |
| Fin worst setup slack | `4.78 ns` |
| Flop count | `0` |
| Crit path max fanout | `14` |
| IO Port Bufs | `102` |
| Largest net degree at the start of global routing | `60` |
| Worst slew pin tran | `1.25 ns` |
| 1st-iter DRT viols | `1,979` |
| Tool warning count | `96` |
| Vias per cell | `6.97` |
| Final Hold Viols | `0` |
| Rows | `73` |
| WP data required | `15.12 ns` |
| Area share, top type | `9.87%` |
| WL per Instance | `33.8 um` |
| Pwr dens | `29.5 nW/um^2` |
| Dpl hpwl | `59,800 um` |
| Final setup violation count | `0` |
| Placed cell count | `2,296` |
| Synth Seq Share | `0%` |
| Setup CP Type | `input port to output port` |
| Die X | `204 um` |
| Top cells by area | `ha_1 (9.9%), mux4_2 (9.3%), a21oi_1 (5.0%)` |
| Reg area | `0 um^2` |
| YS chip area | `12,300 um^2` |
| IO Pins | `102` |
| Leak Pwr | `5.24 nW` |
| Fin crit share | `74.7%` |
| GRT Total Usage | `37.4%` |
| Pre-antenna DRT Iters | `9` |
| Number of global-route vias before repair | `14,855` |
| Unrepaired setup endpoints after global routing | `false` |
| Avg Synthesized Cell Area | `6.98 um^2` |
| Fp util | `30.7%` |
| Top post-synthesis cells by count | `nand2_1 (161), nor2_1 (131), a21oi_1 (124), clkbuf_1 (120), o21ai_0 (98)` |
## routing by layer
metal	global-route usage (%)	vias to the layer above	routed length, um
li1	-	6859	-
met1	52.3	7707	31900
met2	55.0	1231	32700
met3	9.33	214	8930
met4	15.0	2	4190
met5	0.476	-	9
## critical path: stages
cell and delay [ns]:
clkdlybuf4s50_1 0.91, inv_1 0.28, ha_1 0.52, or2_2 0.36, or3_1 0.30, o21a_1 0.25
o31a_1 0.35, a221o_1 0.43, a211oi_1 0.49, o2111ai_1 0.28, nor4_1 0.77, nand4b_1 0.24
nor4_1 0.35, and4b_1 0.30, nor4bb_4 0.22, clkdlybuf4s50_1 0.50
## layout by cell type, fill, tap and decap left out, drive strengths merged, types with 11 or more instances in the layout
cell type	n
a221o	13
nand2b	15
a22o	14
o221ai	13
ha	97
a221oi	26
nor2	132
clkdlybuf4s50	95
a21o	21
nand3	65
o31ai	11
buf	84
mux2i	48
o22ai	12
mux2	25
a21oi	125
o2111ai	16
and3	13
a222oi	13
nor2b	24
o21a	11
nand2	161
o21ai	100
nor4	36
nand4	22
a31oi	26
xnor2	34
o211ai	37
or3	16
mux4	58
a22oi	31
nor3	56
or2	21
inv	94
a211oi	30
## kinds of logic (layout without fill, tap and decap cells)
logic type / after synthesis / in the layout / synth area share, %
adder cells (fa/ha/maj): 99 / 99 / 10.2
buffers and inverters: 264 / 275 / 9.07
multiplexers: 131 / 131 / 17.0
AND/OR/NAND/NOR: 628 / 628 / 26.7
XOR/XNOR: 39 / 39 / 2.78
AND-OR/OR-AND: 599 / 599 / 34.2
## layout make-up
type	instances	area, um^2
multi-input combinational	1496	11200
timing repair buffer	179	1570
tap	525	657
inverter	96	360
fill	4238	26300
## final timing paths
path | startpoint | endpoint | slack (ns) | cells past startpoint
worst max-delay path | A[7] | Z | 4.78 | 16
worst min-delay path | B[4] | Out[6] | 8.78 | 7
## power breakdown
| part | leakage [nW] | internal (mW) | switching, mW | total [mW] |
|---|---|---|---|---|
| logic | 5.24 | 0.151 | 0.257 | 0.408 |
| registers | 0 | 0 | 0 | 0 |
| clock network | 0 | 0 | 0 | 0 |
| total | 5.24 | 0.151 | 0.257 | 0.408 |
## stage by stage
step	area (um^2)	hold WS [ns]	utilization [%]
3_3_place_gp	13800	8.78	34.5
3_5_place_dp	13800	8.77	34.5
4_1_cts	13800	8.79	34.5
2_1_floorplan	12300	7.75	-
6_report	13800	8.78	34.5
5_1_grt	13800	8.83	34.5
Power and IR drop assume default switching activity.
