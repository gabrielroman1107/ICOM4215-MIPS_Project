$ cat run.sh
#!/bin/bash
# OpenROAD 26Q1-2900-gdf79404cd8, Yosys 0.63+post, stock flow scripts
make -C /OpenROAD-flow-scripts/flow DESIGN_CONFIG=/design/flow/config.mk WORK_HOME=/design/flow/orfs finish
$ cat config.mk
export PLATFORM = sky130hd
export DESIGN_NAME = hazard_forwarding_unit
export DESIGN_NICKNAME = hazard_forwarding_unit
export VERILOG_FILES = /design/flow/design.v
export SDC_FILE = /design/flow/constraint.sdc
export NUM_CORES = 4
export LEC_CHECK = 1
export CORE_AREA = 10 10 94 94
export DIE_AREA = 0 0 104 104
$ cat constraint.sdc
current_design hazard_forwarding_unit

set clk_period 2.2
set clk_io_pct 0.2

create_clock -name clk0 -period $clk_period

set non_clock_inputs [all_inputs -no_clocks]
set_input_delay [expr $clk_period * $clk_io_pct] -clock clk0 $non_clock_inputs
set_output_delay [expr $clk_period * $clk_io_pct] -clock clk0 [all_outputs]
$ cat design.v
`timescale 1ns / 1ns
module hazard_forwarding_unit (
    output reg [1:0] forwardMX1,
    output reg [1:0] forwardMX2,
    output reg [1:0] forwardMX3,
    output reg nPC_LE,
    output reg PC_LE,
    output reg IF_ID_LE,
    output reg CU_S,
    input wire EX_Register_File_Enable,
    input wire MEM_Register_File_Enable,
    input wire WB_Register_File_Enable,
    input wire [4:0] EX_RD,
    input wire [4:0] MEM_RD,
    input wire [4:0] WB_RD,
    input wire [4:0] ID_rs1,
    input wire [4:0] ID_rs2,
    input wire [4:0] ID_rd,
    input wire EX_load_instr,
    input wire ID_store_instr
);
    always @* begin
        if (EX_Register_File_Enable && (ID_rs1 == EX_RD))            
            forwardMX1 <= 2'b01;   
        else if (MEM_Register_File_Enable && (ID_rs1 == MEM_RD))     
            forwardMX1 <= 2'b10; 
        else if (WB_Register_File_Enable && (ID_rs1 == WB_RD)) 
            forwardMX1 <= 2'b11; 
        else forwardMX1 <= 2'b00;                                    
        if (EX_Register_File_Enable && (ID_rs2 == EX_RD))            
            forwardMX2 <= 2'b01; 
        else if (MEM_Register_File_Enable && (ID_rs2 == MEM_RD))     
            forwardMX2 <= 2'b10; 
        else if (WB_Register_File_Enable && (ID_rs2 == WB_RD))       
            forwardMX2 <= 2'b11;                                     
        else forwardMX2 <= 2'b00;                                    
        if (ID_store_instr) begin
            if (EX_Register_File_Enable && (ID_rd == EX_RD))         
                forwardMX3 <= 2'b01; 
            else if (MEM_Register_File_Enable && (ID_rd == MEM_RD))  
                forwardMX3 <= 2'b10; 
            else if (WB_Register_File_Enable && (ID_rd == WB_RD))    
                forwardMX3 <= 2'b11; 
            else forwardMX3 <= 2'b00;                                
        end
        if (EX_load_instr && ((ID_rs1 == EX_RD) || (ID_rs2 == EX_RD) || (ID_rd == EX_RD) && ID_store_instr)) begin  
            nPC_LE          <= 1'b0;  
            PC_LE           <= 1'b0;  
            IF_ID_LE        <= 1'b0;  
            CU_S            <= 1'b1;  
        end else begin                
            nPC_LE          <= 1'b1;  
            PC_LE           <= 1'b1;  
            IF_ID_LE        <= 1'b1;  
            CU_S            <= 1'b0;  
        end
    end
endmodule
==> results.txt <==
State of the implementation.

- The run finished with clean final reports.
- The family of cells with the greatest summed delay on the critical path is simple AND/OR/NAND/NOR gates, for reference.
- The portion of synthesized cell area occupied by the leading cell type is 51.6%, for reference.
- The synth_stat.txt file lists the number of cells as 84.
- The timer found 2 register pins that no clock reaches; their paths are not timed.
- The final critical path takes up 97.8% of the cycle.
- The worst setup path is captured at an output port.
- For the worst setup path, the data required time is 1760 ps.
- Summed over all cells, the static leakage comes to 0.631 nW.
- Setup repair after global routing could not meet its margin everywhere.
- The flip-flop count of the largest register, all copies and words added is 2, for reference.
- The number of antenna-violating nets in the routed design is 0, for reference.
- The number of input and output port buffers inserted is 45, for reference.
- Per the post-synthesis stats, the area per cell is 7.88 um^2.
- The number of filler cells placed in the layout is 776, for reference.
- For this block, wires on met1 add up to 1240 um.
- After synthesis, the netlist uses 15 different library cells.
- Per the log, the first TritonRoute iteration ended with a DRC count of 19.
- Per the GRT congestion report, total overflow comes to 0.
- The weighted congestion at the end of routability-driven global placement is 0.854, for reference.
- The routed design uses 1620 um of met2 wire.
- The report lists the cells along the critical path as dlygate4sd2_1 > xor2_1 > nor4_2 > and3_1 > o21a_1 > dlygate4sd2_1.
- Across the run, the number of max-cap violations was 0.
- The post-layout utilization of the core is 21.0%, for reference.
- The headroom to the max-slew limit is 79.4%, for reference.
- In the synthesis report, Yosys lists the chip area as 662 um^2.
- The number of standard-cell rows in the floorplan is 30, for reference.
- The area taken by multi-input logic gates is 699 um^2, for reference.
- For the final routed database, the setup TNS stands at 0 ps.
- The number of global-route vias before repair is 955, for reference.
- Dividing the detail-routed via count by the number of cells gives 3.25.
- The clock network is responsible for 0% of the overall power.
- The worst path needs 2150 ps of the cycle, external delays included.
- Per the synthesis report, the dominant area consumer among library cells is sky130_fd_sc_hd__xor2_1.
- The x dimension of the die is 104 um, for reference.
- The count of pins on the block boundary is 45, for reference.
- Internal power comes to 0.129 mW.
- Per the OpenROAD floorplan log, the area of the die is 0.0108 mm^2.
- Per the detail_route report, the via count comes to 809.
- The largest stage delay on the critical path is 270 ps, for reference.
- The highest supply drop recorded on VDD is 25.4 uV.
- The max-slew violation count is 0, for reference.
- In this run the worst path has a maximum fanout of 3.
- 4 endpoints have no timing constraint.
- The number of optimization iterations in the first detailed-route pass is 4, for reference.
- The amount of wire on met3 after detailed routing is 112 um, for reference.
- The first-pass GRT wire length is 4770 um, for reference.
- The number of cells produced by synthesis is 84, for reference.
- In this run, flip-flops and latches consume 1.0% of the power.
- The number of antenna violations at the first check in global routing is 1, for reference.
- For this run, design rule violations remaining after detail routing come to 0.
- At the pin with the least slew margin, the transition time is 306 ps.
- Timing would allow up to 465 MHz.
- The starting utilization of the core area is 9.69%, for reference.
- Dividing the detail-routed wire length by the instance count gives 11.9 um.
- The synthesis report lists the Yosys warning total as 1.
- The summed instance area of the synthesized netlist is 662 um^2, for reference.
- The number of placed instances, taps included is 244, for reference.
- After floorplanning, the core was sized to cover 0.00683 mm^2.
- The sum of routed wire length over all layers is 2970 um, for reference.
- The number of failing hold endpoints at the final stage is 0, for reference.
- The end point of the most critical hold path is forwardMX1[0], for reference.
- Entering global routing, the biggest net connects 7 pins.
- The power spent charging and discharging nets is 0.105 mW, for reference.
- The finished layout holds 249 standard cells, fillers aside.
- Counting instances, the worst hold path has a depth of 6.
- Yosys reported a register bit count of 2.
- The die is 104 um tall.
- Power spread over the standard cell area amounts to 163 mW/mm^2.
- The antenna diode instance count is 0, for reference.
- Compared with the post-synthesis result, the final layout area differs by 117%.
- Ranking logic cells in the layout by count gives the top entries sky130_fd_sc_hd__xor2_1, sky130_fd_sc_hd__buf_4, sky130_fd_sc_hd__dlygate4sd2_1, sky130_fd_sc_hd__clkdlybuf4s15_2, sky130_fd_sc_hd__clkbuf_2.
- The start point of the worst min-delay path is ID_rs1[2], for reference.
- The library cell contributing the largest single delay on the critical path is sky130_fd_sc_hd__dlygate4sd2_1, for reference.
- The largest registers in the layout are forwardMX3: 2 flops.
- The min-delay analysis places its worst path in the category input port to output port.
- Sorting the synthesized cells by area gives the leading types as sky130_fd_sc_hd__xor2_1, sky130_fd_sc_hd__xnor2_1, sky130_fd_sc_hd__and3_1.
- The tool warning count is 34, for reference.
- The detailed-placement wirelength estimate is 2640 um, for reference.
- Global routing used 5.37% of the available tracks across all layers.
- The buffer-and-inverter tally for the worst setup path is 2, for reference.
- The setup violation total in the final timing report is 0, for reference.
- The most repeated library cell on the critical path is sky130_fd_sc_hd__dlygate4sd2_1, for reference.
- The setup path with the least slack is of type input port to output port.
- Of the total power, combinational logic draws 99.0%.
- The dominant logic cell type in the layout is sky130_fd_sc_hd__xor2_1, for reference.
- The sequential cells in the finished layout cover a total of 30.0 um^2.
- The largest register by flop count is forwardMX3, for reference.
- The fraction of final layout cells with drive strength greater than 1 is 41.8%, for reference.
- Per the breakdown, switching nets consume 44.7% of all power.
- Routed signal wires occupy layers up through met3.
- The OpenROAD report gives the critical path a data arrival time of 1710 ps.
- The category of the worst setup path launch point is an input port, for reference.
-- power by group through the flow --
stage     sequential [mW]  clock, mW  combinational (mW)
6_report          0.00226          0               0.232
4_1_cts           0.00226          0               0.229
5_1_grt           0.00234          0               0.253
-- through the flow --
step	power, mW	worst slack, ps	hold WS (ps)	cell area [um^2]
3_3_place_gp	0.231	-565	1820	1380
4_1_cts	0.231	-2.31	1630	1440
5_1_grt	0.255	-5.99	1530	1430
6_report	0.234	48.7	1480	1430
2_1_floorplan	0.0799	561	934	662
3_5_place_dp	0.231	-608	1820	1380
-- kinds of logic (layout without fill, tap and decap cells) --
family	count (synthesis)	count (layout)	share of synthesized area (%)
AOI/OAI and AO/OA	8	8	8.13
xor gates and xnor gates	45	45	59.5
buffers and inverters	2	71	2.27
latches	2	2	4.54
and+or+nand+nor	27	27	25.5
-- worst min-delay path: stages --
cell and delay [ps]:
sky130_fd_sc_hd__clkbuf_2 110, sky130_fd_sc_hd__xor2_1 170, sky130_fd_sc_hd__nor4_2 80, sky130_fd_sc_hd__nand3_1 80
sky130_fd_sc_hd__o21ai_1 60, sky130_fd_sc_hd__clkbuf_2 100
-- cell usage after synthesis (all sizes together) --
library cell and number:
xor2 39, and3 7, nand3 6, nor4 6, xnor2 6, nor2 3, nor3 3, o21a 3
o21ai 3, and2 2, buf 2, dlxtp 2, o31a 1, o31ai 1
-- how the worst max path moves through the flow --
| stage | start | to | slack [ps] | depth (start not counted) |
|---|---|---|---|---|
| 4_1_cts | ID_rd[4] | IF_ID_LE | -2 | 7 |
| 5_1_grt | EX_RD[0] | IF_ID_LE | -6 | 7 |
| 6_report | MEM_RD[4] | forwardMX2[1] | 50 | 6 |
-- per-layer routing --
metal | vias to the layer above | GRT usage [%]
li1 | 423 | -
met1 | 362 | 6.24
met2 | 24 | 10.5
met3 | 0 | 0.815
met4 | 0 | 0
met5 | - | 0
-- timing repair --
item / 4_1_cts / 5_1_grt
pin swaps: 28 / 18
setup buffers: 4 / 1
setup endpoints to repair: 8 / 7
resized: 83 / 23
hold buffers: 0 / 0
-- area by class of cell --
type,count,share of cell area [%]
multi-input cells,80,48.8
well taps,96,8.38
repair buffers,71,40.8
flip-flops and latches,2,2.09
Power figures rest on the tool's default switching activity, not on a simulated workload.
